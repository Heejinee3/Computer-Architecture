`/design/flow/run.sh`:
```
#!/bin/bash
# OpenROAD 26Q1-2900-gdf79404cd8, Yosys 0.63+post, stock flow scripts
make -C /OpenROAD-flow-scripts/flow DESIGN_CONFIG=/design/flow/config.mk WORK_HOME=/design/flow/orfs finish
```
`/design/flow/config.mk`:
```
export PLATFORM = sky130hd
export DESIGN_NAME = CACHE
export DESIGN_NICKNAME = CACHE
export VERILOG_FILES = /design/flow/design.v
export SDC_FILE = /design/flow/constraint.sdc
export NUM_CORES = 4
export LEC_CHECK = 1
export CORE_UTILIZATION = 30
```
`/design/flow/constraint.sdc`:
```
current_design CACHE

set clk_period 16.8
set clk_io_pct 0.2

create_clock -name clk0 -period $clk_period [get_ports {CLK}]

set non_clock_inputs [all_inputs -no_clocks]
set_input_delay [expr $clk_period * $clk_io_pct] -clock clk0 $non_clock_inputs
set_output_delay [expr $clk_period * $clk_io_pct] -clock clk0 [all_outputs]
```
`/design/flow/design.v`:
```
module CACHE(
	input wire CLK,
	output wire D_MEM_CSN,
	input wire [31:0] D_MEM_DI,
	output wire [31:0] D_MEM_DOUT,
	output wire [11:0] D_MEM_ADDR,
	output wire D_MEM_WEN,
	output wire [3:0] D_MEM_BE,
	input wire CACHE_CSN,
	output wire [31:0] CACHE_DI,
	input wire [31:0] CACHE_DOUT,
	input wire [11:0] CACHE_ADDR,
	input wire CACHE_WEN,
	output wire CACHE_MISS,
	output wire [31:0] hitnum,
	output wire [31:0] missnum
);
	reg		[31:0]		cacheword1[0:7];
	reg		[31:0]		cacheword2[0:7];
	reg		[31:0]		cacheword3[0:7];
	reg		[31:0]		cacheword4[0:7];
	reg		[6:0]		tag[0:7];
	reg				valid[0:7];
	wire		[2:0] 		index; 
	reg				MEMREAD;
	reg				MEMWRITE;
	reg		[11:0]		MEMADDR;
	reg		[2:0]		cycle;
	reg		[31:0]		data;
	reg		[31:0] 		HITNUM;
	reg		[31:0] 		MISSNUM;
	assign D_MEM_BE = 4'b1111;
	assign D_MEM_CSN = CACHE_CSN || ((~MEMREAD)&& (~MEMWRITE));
	assign D_MEM_WEN = ~MEMWRITE;
	assign D_MEM_DOUT = CACHE_DOUT;
	assign D_MEM_ADDR = MEMADDR;
	assign CACHE_MISS = (~CACHE_CSN) && ((valid[index] == 1'b0) || (tag[index] != CACHE_ADDR[11:5]));
	assign CACHE_DI = data;
	assign hitnum = HITNUM;
	assign missnum = MISSNUM;
	assign index = CACHE_ADDR[4:2];
	always @ (posedge CLK) begin
		if ((CACHE_CSN == 1'b0) && (CACHE_MISS == 1'b1)) cycle <= cycle + 1;
		else cycle <= 3'b0;
	end
	always @ (*) begin
		if (((cycle == 3'b100) && (CACHE_WEN == 1'b0)) || ((cycle == 3'b000) && (CACHE_MISS == 1'b0) && (CACHE_WEN == 1'b0))) MEMREAD <= 1'b0;
		else MEMREAD <= 1'b1;
	end
	always @ (*) begin
		if (((cycle == 3'b100) && (CACHE_WEN == 1'b0)) || ((cycle == 3'b000) && (CACHE_MISS == 1'b0) && (CACHE_WEN == 1'b0))) MEMWRITE <= 1'b1;
		else MEMWRITE <= 1'b0;
	end
	always @ (*) begin
		if ((cycle == 3'b000) && (CACHE_MISS == 1'b1)) MEMADDR <= {CACHE_ADDR[11:2],2'b00};
		else if ((cycle == 3'b001) && (CACHE_MISS == 1'b1)) MEMADDR <= {CACHE_ADDR[11:2],2'b01};
		else if ((cycle == 3'b010) && (CACHE_MISS == 1'b1)) MEMADDR <= {CACHE_ADDR[11:2],2'b10};
		else if ((cycle == 3'b011) && (CACHE_MISS == 1'b1)) MEMADDR <= {CACHE_ADDR[11:2],2'b11};
		else MEMADDR <= CACHE_ADDR;
	end
	initial begin
		valid[0] <= 1'b0;
		valid[1] <= 1'b0;
		valid[2] <= 1'b0;
		valid[3] <= 1'b0;
		valid[4] <= 1'b0;
		valid[5] <= 1'b0;
		valid[6] <= 1'b0;
		valid[7] <= 1'b0;
		HITNUM <= 32'b0;
		MISSNUM <= 32'b0;
	end
	always @ (negedge CLK) begin
		if ((~CACHE_CSN) && (cycle == 3'b0) && (CACHE_MISS == 1'b1)) MISSNUM = MISSNUM + 1;
		if ((~CACHE_CSN) && (cycle == 3'b0) && (CACHE_MISS == 1'b0)) HITNUM = HITNUM + 1;
	end
	always @ (negedge CLK) begin
		if ((~CACHE_CSN) && ((CACHE_WEN == 1'b0) || (CACHE_MISS == 1'b1))) begin
			if ((cycle == 3'b100) || ((cycle == 3'b000) && (CACHE_MISS == 1'b0) && (CACHE_WEN == 1'b0))) begin
				case (MEMADDR[1:0])
					2'b00: cacheword1[index] <= CACHE_DOUT;
					2'b01: cacheword2[index] <= CACHE_DOUT;
					2'b10: cacheword3[index] <= CACHE_DOUT;
					default: cacheword4[index] <= CACHE_DOUT;
				endcase
			end
			else begin
				case (MEMADDR[1:0])
					2'b00: cacheword1[index] <= D_MEM_DI;
					2'b01: cacheword2[index] <= D_MEM_DI;
					2'b10: cacheword3[index] <= D_MEM_DI;
					default: cacheword4[index] <= D_MEM_DI;
				endcase
			end
		end
	end
	always @ (posedge CLK) begin
		if ((~CACHE_CSN) && (((CACHE_WEN == 1'b0) && (cycle == 3'b011)) || ((CACHE_WEN == 1'b1) && (cycle == 3'b011)))) begin
			valid[index] <= 1'b1;
			tag[index] <= CACHE_ADDR[11:5];
		end
	end
	always @ (*) begin
		if ((~CACHE_CSN) && (CACHE_WEN == 1'b1) && (CACHE_MISS == 1'b0)) begin
			case (MEMADDR[1:0])
				2'b00: data <= cacheword1[index]; 
				2'b01: data <= cacheword2[index]; 
				2'b10: data <= cacheword3[index]; 
				default: data <= cacheword4[index]; 
			endcase
		end
	end
endmodule
```
==> node_exporter_impl.prom <==
# HELP chip_impl_metric Yosys and OpenROAD flow results
# TYPE chip_impl_metric gauge
chip_impl_info{name="criticalPathCategory",value="input pin to flop"} 1
chip_impl_metric{name="final_setup_margin",unit="ns"} 1.11
chip_impl_metric{name="antenna_found_initial",unit=""} 16
chip_impl_metric{name="post_route_utilization",unit="%"} 39.2
chip_impl_info{name="crit_family",value="simple AND/OR/NAND/NOR gates"} 1
chip_impl_metric{name="drv.max_cap_violation_count",unit=""} 0
chip_impl_metric{name="route.final.wire_length",unit="µm"} 143000
chip_impl_metric{name="overflow",unit=""} 0
chip_impl_metric{name="power_frac_comb",unit="%"} 7.0
chip_impl_info{name="clock-root-buffer",value="sky130_fd_sc_hd__clkbuf_16"} 1
chip_impl_info{name="cts_tree",value="built"} 1
chip_impl_metric{name="post_drt_via_cell_ratio",unit=""} 5.02
chip_impl_metric{name="cts-root-to-sink-buffers",unit=""} 3
chip_impl_metric{name="required",unit="ns"} 8.80
chip_impl_metric{name="unclocked_pins",unit=""} 32
chip_impl_metric{name="cts-buffers-inserted",unit=""} 121
chip_impl_metric{name="die.size.y",unit="µm"} 391
chip_impl_metric{name="report.final.hold_viol_count",unit=""} 0
chip_impl_metric{name="setup_tns",unit="ns"} 0
chip_impl_info{name="outcome",value="finished, final reports clean"} 1
chip_impl_info{name="worst_path_max_delay_cell",value="sky130_fd_sc_hd__nor2_4"} 1
chip_impl_metric{name="path_buffers",unit=""} 3
chip_impl_metric{name="net_switching_share_of_the_total_power",unit="%"} 28.2
chip_impl_metric{name="cts.hold.buffers_added",unit=""} 0
chip_impl_metric{name="die_w",unit="µm"} 391
chip_impl_metric{name="grt_usage",unit="%"} 19.9
chip_impl_metric{name="cp_max_fo",unit=""} 21
chip_impl_metric{name="warning_count",unit=""} 1030
chip_impl_metric{name="grt_max_degree",unit=""} 47
chip_impl_metric{name="row_count",unit=""} 142
chip_impl_metric{name="setup_violations",unit=""} 0
chip_impl_metric{name="post_route_cells_drive_above_1_share",unit="%"} 12.0
chip_impl_metric{name="clkLatencyLatePin",unit="ns"} 0.76
chip_impl_metric{name="synthesis.area",unit="µm²"} 45300
chip_impl_metric{name="detailedRoute.firstIterationViolations",unit=""} 1827
chip_impl_metric{name="fin_skew",unit="ns"} 0.0660
chip_impl_metric{name="die_area",unit="µm²"} 153000
chip_impl_metric{name="cts-htree-levels",unit=""} 3
chip_impl_metric{name="drt_first_pass_iters",unit=""} 5
chip_impl_metric{name="post-cts-setup-buffer-count",unit=""} 0
chip_impl_metric{name="detailedPlacementHpwl",unit="µm"} 84000
chip_impl_metric{name="synth-area-yosys",unit="µm²"} 45300
chip_impl_metric{name="core_area",unit="µm²"} 150000
chip_impl_metric{name="grt_pass1_wl",unit="µm"} 206000
chip_impl_metric{name="synth_cells",unit=""} 2712
chip_impl_metric{name="endpoints_left_unconstrained",unit=""} 64
chip_impl_metric{name="critPathArrivalTime",unit="ns"} 7.69
chip_impl_info{name="crit_path_end_kind",value="flop"} 1
chip_impl_info{name="rsz0062_at_grt",value="no"} 1
chip_impl_info{name="hold_path.class",value="flop to flop"} 1
chip_impl_metric{name="yosys_register_bits",unit=""} 1187
chip_impl_metric{name="critical-path-max-stage-delay",unit="ns"} 0.63
chip_impl_metric{name="p_leak",unit="µW"} 0.0230
chip_impl_metric{name="power_per_cell_area",unit="nW/µm²"} 129
chip_impl_metric{name="initial_core_util",unit="%"} 30.2
chip_impl_metric{name="placement.setup.worst_slack",unit="ns"} 0.376
chip_impl_metric{name="postSynth.asyncResetShare",unit="%"} 0
chip_impl_metric{name="slew_headroom",unit="%"} 30.4
chip_impl_metric{name="netlist-cell-type-count",unit=""} 62
chip_impl_metric{name="internal_power",unit="µW"} 5450
chip_impl_metric{name="floorplan.io_pins",unit=""} 226
chip_impl_metric{name="vias_in_the_first_global_route",unit=""} 34100
chip_impl_info{name="crit_path_cells",value="clkdlybuf4s50_1 -> buf_4 -> and2_0 -> a22oi_1 -> and3_1 -> o2111ai_1 -> nor3_4 -> a21oi_1 -> nand2b_1 -> nor2_4 -> buf_12"} 1
chip_impl_metric{name="antenna_violating_nets_post_route",unit=""} 0
chip_impl_metric{name="dr_total_vias",unit=""} 30900
chip_impl_metric{name="worst_ir_drop_vdd",unit="mV"} 0.110
chip_impl_metric{name="io_buffers",unit=""} 221
chip_impl_metric{name="slew_violations",unit=""} 0
chip_impl_metric{name="area_delta_synth_final",unit="%"} 29.7
chip_impl_metric{name="post_cts_resize_count",unit=""} 0
chip_impl_metric{name="synth-edff-count",unit=""} 1144
chip_impl_metric{name="number_of_cell_instances_after_yosys_synthesis",unit=""} 2712
chip_impl_metric{name="non_filler_cell_area_final",unit="µm²"} 58800
chip_impl_metric{name="power.share.clock",unit="%"} 49.6
chip_impl_metric{name="nFillCells",unit=""} 13500
chip_impl_metric{name="avgSynthCellArea",unit="µm²"} 16.7
chip_impl_metric{name="drc_errors",unit=""} 0
chip_impl_metric{name="place_congestion",unit=""} 0.890
chip_impl_metric{name="max_slew.worst_pin.slew",unit="ns"} 1.03
chip_impl_metric{name="worst_hold_slack",unit="ns"} 0.444
chip_impl_metric{name="seqPwrFrac",unit="%"} 43.4
chip_impl_info{name="critical_path.startpoint_type",value="input pin"} 1
chip_impl_metric{name="dpl_cell_area",unit="µm²"} 50500
chip_impl_metric{name="synth.yosys.warnings",unit=""} 1
chip_impl_info{name="ff_type",value="sky130_fd_sc_hd__edfxtp_1"} 1
chip_impl_metric{name="cts.clk_slew.worst_paths",unit="ns"} 0.06
chip_impl_metric{name="netSwitchingPower",unit="µW"} 2140
chip_impl_metric{name="wire_per_inst",unit="µm"} 23.2
[power groups by stage]
stage,registers (µW),logic (µW),clock network (µW)
4_1_cts,3300,524,3870
5_1_grt,3290,569,4180
6_report,3300,532,3770
[flip-flops by register name (all words and copies together) (netlist names)]
| signal | flops |
|---|---|
| valid | 8 |
| MISSNUM | 32 |
| cycle | 3 |
| cacheword2 | 256 |
| cacheword3 | 256 |
| cacheword1 | 256 |
| cacheword4 | 256 |
| tag | 56 |
| data | 32 |
| HITNUM | 32 |
[synth_stat cells (26+ instances only)]
cell                       instances  area (µm²)
sky130_fd_sc_hd__a22oi_1         161        1210
sky130_fd_sc_hd__nand3_1          32         160
sky130_fd_sc_hd__buf_1            35         131
sky130_fd_sc_hd__nor2_1           90         338
sky130_fd_sc_hd__mux2_4           30         450
sky130_fd_sc_hd__nand4_1          43         269
sky130_fd_sc_hd__xnor2_1          47         412
sky130_fd_sc_hd__edfxtp_1       1144       34400
sky130_fd_sc_hd__mux2_1           38         428
sky130_fd_sc_hd__a31oi_1          26         163
sky130_fd_sc_hd__nor3_1           34         170
sky130_fd_sc_hd__nor4_1           93         582
sky130_fd_sc_hd__dlxtp_1          32         480
sky130_fd_sc_hd__buf_4            53         398
sky130_fd_sc_hd__clkbuf_1        117         439
sky130_fd_sc_hd__a21oi_1          29         145
sky130_fd_sc_hd__mux2_2           60         676
sky130_fd_sc_hd__nand2_1          42         158
sky130_fd_sc_hd__o22ai_1         378        2360
[path summary, 6_finish.rpt]
| check | startpoint | end | slack (ns) | cells past startpoint |
|---|---|---|---|---|
| worst max register to register | tag[5][0] | cacheword4[2][28] | 4.42 | 9 |
| worst min register to register | valid[0] | valid[0] | 0.44 | 1 |
| worst max-delay path | CACHE_ADDR[3] | cacheword4[2][28] | 1.11 | 11 |
| worst min-delay path | valid[0] | valid[0] | 0.44 | 1 |
[per-stage QoR]
step / instances / power (µW)
after detailed placement: 4858 / 4240
after floorplan: 2715 / 3970
after global placement: 4858 / 4240
final: 6166 / 7600
after global routing: 6166 / 8040
after CTS: 6165 / 7690
[per-layer routing]
metal / vias to the layer above / wire (µm) / part of all wire [%] / GRT usage, %
met2: 2171 / 63900 / 45 / 27.4
met3: 313 / 27900 / 19 / 19.4
met4: 49 / 4060 / 2.8 / 8.04
met1: 14600 / 46400 / 32 / 19.6
li1: 13800 / - / - / -
met5: - / 1060 / 0.74 / 4.27
[cells in the final DEF, fill, tap and decap left out, types with 5 or more instances in the layout]
cell,count
sky130_fd_sc_hd__nand4_1,43
sky130_fd_sc_hd__nor4_1,91
sky130_fd_sc_hd__a21oi_1,29
sky130_fd_sc_hd__a41oi_1,7
sky130_fd_sc_hd__clkbuf_16,127
sky130_fd_sc_hd__buf_4,124
sky130_fd_sc_hd__inv_1,1123
sky130_fd_sc_hd__dfxtp_1,11
sky130_fd_sc_hd__or2_2,9
sky130_fd_sc_hd__o21ai_0,12
sky130_fd_sc_hd__ha_1,6
sky130_fd_sc_hd__a22oi_1,161
sky130_fd_sc_hd__and2_1,6
sky130_fd_sc_hd__and3_1,19
sky130_fd_sc_hd__xor2_1,17
sky130_fd_sc_hd__nor2b_1,5
sky130_fd_sc_hd__edfxtp_1,1144
sky130_fd_sc_hd__clkinvlp_2,34
sky130_fd_sc_hd__nand2b_1,5
sky130_fd_sc_hd__buf_12,8
sky130_fd_sc_hd__dlxtp_1,32
sky130_fd_sc_hd__a32oi_1,24
sky130_fd_sc_hd__o22ai_1,378
sky130_fd_sc_hd__nor3_1,33
sky130_fd_sc_hd__nor2_1,55
sky130_fd_sc_hd__mux2_4,30
sky130_fd_sc_hd__bufinv_16,19
sky130_fd_sc_hd__mux2_2,60
sky130_fd_sc_hd__clkdlybuf4s50_1,220
sky130_fd_sc_hd__nand2_1,38
sky130_fd_sc_hd__a31oi_1,25
sky130_fd_sc_hd__nand3_1,32
sky130_fd_sc_hd__xnor2_1,47
sky130_fd_sc_hd__mux2i_1,19
sky130_fd_sc_hd__mux4_2,8
sky130_fd_sc_hd__nor2_4,33
sky130_fd_sc_hd__mux2_1,38
[area by class of cell]
cell class                      instances  area (µm²)  area share, %
Antenna cell                            1        2.50        0.00426
Clock buffer                          127        3180           5.41
Clock inverter                       1181        5130           8.74
Inverter                               12        45.0         0.0767
Multi-Input combinational cell       1289        9530           16.2
Sequential cell                      1187       35100           59.7
Tap cell                             2016        2520           4.29
Timing Repair Buffer                  353        3300           5.61
[kinds of logic (layout without fill, tap and decap cells)]
group / Yosys count / count (layout) / synth area share (%)
AND/OR/NAND/NOR: 395 / 395 / 4.57
other: 1 / 5 / 0.00827
buffers and inverters: 239 / 1673 / 2.53
XOR/XNOR: 64 / 64 / 1.24
AND-OR/OR-AND: 663 / 663 / 9.83
multiplexers: 156 / 156 / 4.28
flip-flops: 1155 / 1155 / 76.3
adder cells (fa/ha/maj): 7 / 7 / 0.193
latches: 32 / 32 / 1.06
Power and IR drop assume default switching activity.
