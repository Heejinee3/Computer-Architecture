<file path="design/flow/config.mk">
export PLATFORM = sky130hd
export DESIGN_NAME = vending_machine
export DESIGN_NICKNAME = vending_machine
export VERILOG_FILES = /design/flow/design.v
export SDC_FILE = /design/flow/constraint.sdc
export NUM_CORES = 4
export LEC_CHECK = 1
export CORE_UTILIZATION = 40
</file>
<file path="design/flow/constraint.sdc">
current_design vending_machine

set clk_period 14.1
set clk_io_pct 0.2

create_clock -name clk0 -period $clk_period [get_ports {clk}]

set non_clock_inputs [all_inputs -no_clocks]
set_input_delay [expr $clk_period * $clk_io_pct] -clock clk0 $non_clock_inputs
set_output_delay [expr $clk_period * $clk_io_pct] -clock clk0 [all_outputs]
</file>
<file path="design/flow/design.v">
module vending_machine (
	clk,							 
	reset_n,						 
	i_input_coin,				 
	i_select_item,				 
	i_trigger_return,			 
	o_available_item,			 
	o_output_item,			 
	o_return_coin,				 
	stopwatch,
	current_total,
	return_temp,
);
	input clk;
	input reset_n;
	input [3-1:0] i_input_coin;
	input [4-1:0] i_select_item;
	input i_trigger_return;
	output reg [4-1:0] o_available_item;
	output reg [4-1:0] o_output_item;
	output reg [3-1:0] o_return_coin;
	output [3:0] stopwatch;
	output [31-1:0] current_total;
	output [31-1:0] return_temp;
	reg [8-1:0] returning_coin_0;
	reg [8-1:0] returning_coin_1;
	reg [8-1:0] returning_coin_2;
	reg block_item_0;
	reg block_item_1;
	reg [3:0] stopwatch;
	reg have_to_return;
	reg  [31-1:0] return_temp;
	reg [31-1:0] temp;
	wire [31:0] kkItemPrice [4-1:0];	 
	wire [31:0] kkCoinValue [3-1:0];	 
	assign kkItemPrice[0] = 400;
	assign kkItemPrice[1] = 500;
	assign kkItemPrice[2] = 1000;
	assign kkItemPrice[3] = 2000;
	assign kkCoinValue[0] = 100;
	assign kkCoinValue[1] = 500;
	assign kkCoinValue[2] = 1000;
	integer i, j, k,l,m,n;
	reg [31-1:0] current_total;
	reg [8-1:0] num_items [4-1:0];
	reg [8-1:0] num_coins [3-1:0];
	reg [31-1:0] current_total_nxt;
	reg [8-1:0] num_items_nxt [4-1:0];
	reg [8-1:0] num_coins_nxt [3-1:0];
	reg [31-1:0] input_total, output_total, return_total_0,return_total_1,return_total_2;
	always @(i_input_coin or o_output_item) begin
		if (i_input_coin[0]==1) begin
		current_total_nxt=current_total+100;
		num_coins_nxt[0]=num_coins[0]+1;
		end
		else if (i_input_coin[1]==1) begin
		current_total_nxt=current_total+500;
		num_coins_nxt[1]=num_coins[1]+1;
		end
		else if (i_input_coin[2]==1) begin
		current_total_nxt=current_total+1000;
		num_coins_nxt[2]=num_coins[2]+1;
		end
		if (o_output_item[0]==1) begin
		current_total_nxt=current_total-400;
		num_items_nxt[0]=num_items[0]-1;
		end
		else if (o_output_item[1]==1) begin
		current_total_nxt=current_total-500;
		num_items_nxt[1]=num_items[1]-1;
		end
		else if (o_output_item[2]==1) begin
		current_total_nxt=current_total-1000;
		num_items_nxt[2]=num_items[2]-1;
		end
		else if (o_output_item[3]==1) begin
		current_total_nxt=current_total-2000;
		num_items_nxt[3]=num_items[3]-1;
		end
	end
	always @(*) begin
		if (current_total>=2000) begin
			o_available_item={4'b1111};
		end
		else if (current_total>=1000) begin
			o_available_item={4'b0111};
		end
		else if (current_total>=500) begin
			o_available_item={4'b0011};
		end
		else if (current_total>=400) begin
			o_available_item={4'b0001};
		end		
		else begin
			o_available_item={4'b0000};
		end
		if (num_items[0]==0) begin
			o_available_item=o_available_item&4'b1110;
		end
		if (num_items[1]==0) begin
			o_available_item=o_available_item&4'b1101;
		end
		if (num_items[2]==0) begin
			o_available_item=o_available_item&4'b1011;
		end
		if (num_items[3]==0) begin
			o_available_item=o_available_item&4'b0111;
		end
		if (current_total>=400 && i_select_item[0]==1) begin
			o_output_item={4'b0001};
		end
		else if (current_total>=500 && i_select_item[1]==1) begin
			o_output_item={4'b0010};
		end
		else if (current_total>=1000 && i_select_item[2]==1) begin
			o_output_item={4'b0100};
		end
		else if (current_total>=2000 && i_select_item[3]==1) begin
			o_output_item={4'b1000};
		end	
		else begin
			o_output_item={4'b0000};
		end
	end
	always @(posedge clk) begin
		if (!reset_n) begin
			current_total_nxt={32{1'b0}};
			for (k=0;k<3;k=k+1) begin
			num_coins_nxt[k]=5;
			end
			for (l=0;l<4;l=l+1) begin
			num_items_nxt[l]=10;
			end
			stopwatch=4'b0111;
		end
		else begin
			current_total=current_total_nxt;
			begin
				for (i=0;i<4;i=i+1)
					num_items[i]=num_items_nxt[i];
			end
			begin
				for (j=0;j<3;j=j+1)
					num_coins[j]=num_coins_nxt[j];
			end
			if (i_input_coin || i_select_item) begin
			stopwatch=4'b0111;
			end
			else if (i_trigger_return) begin
			stopwatch={4{1'b0}};
			end
			else begin
			stopwatch=stopwatch-1;
			end
			if (stopwatch[3]==1||stopwatch==0) begin
				if (current_total>=1000) begin
					o_return_coin=3'b100;
					num_coins_nxt[2]=num_coins[2]-1;
					current_total_nxt=current_total-1000;
				end
				else if (current_total>=500) begin
					o_return_coin=3'b010;
					num_coins_nxt[1]=num_coins[1]-1;
					current_total_nxt=current_total-500;
				end
				else if (current_total>=100) begin
					o_return_coin=3'b001;
					num_coins_nxt[0]=num_coins[0]-1;
					current_total_nxt=current_total-100;
				end
				else begin
					stopwatch=4'b0111;
					o_return_coin=3'b000;
				end
			end
		end		    
	end	    
endmodule
</file>
<file path="design/flow/run.sh">
#!/bin/bash
# OpenROAD 26Q1-2900-gdf79404cd8, Yosys 0.63+post, stock flow scripts
make -C /OpenROAD-flow-scripts/flow DESIGN_CONFIG=/design/flow/config.mk WORK_HOME=/design/flow/orfs finish
</file>
==> summary.txt <==
top area contributor share -> 14.8%
aoi share -> 22.6%
YS chip area -> 6500 um^2
status -> aborted with a tool error
proportion of register bits with asynchronous set or reset after synthesis -> 0%
Netlist cell types -> 88
multiplexer share of the synthesized area -> 0.924%
share of the synthesized netlist area taken by xor and xnor gates -> 6.33%
number of enable-type register cells in the synthesized netlist -> 32
Most common reg cell -> sky130_fd_sc_hd__dfxtp_1
#FFs+latches synth -> 94
top cells by area -> sky130_fd_sc_hd__edfxtp_1, sky130_fd_sc_hd__dfxtp_1, sky130_fd_sc_hd__dlxtn_1
Adder Area Share -> 3.85%
Synth warnings -> 5
Post-Synth Simple-Gate Area -> 26.8%
dominant non-sequential cell family after synthesis -> simple AND/OR/NAND/NOR gates
stage where the run ended -> synthesis
biggest area consumer among synthesized cells -> sky130_fd_sc_hd__edfxtp_1
cell total in the yosys stat output -> 788
Stop Error -> ERROR: Found 29 problems in 'check -assert'.
## synthesized netlist by cell type (12+ instances only)
library cell,n
sky130_fd_sc_hd__a31oi_1,13
sky130_fd_sc_hd__clkbuf_1,32
sky130_fd_sc_hd__buf_4,36
sky130_fd_sc_hd__xnor2_1,36
sky130_fd_sc_hd__dlxtn_1,29
sky130_fd_sc_hd__o21ai_0,42
sky130_fd_sc_hd__edfxtp_1,32
sky130_fd_sc_hd__nand2_1,51
sky130_fd_sc_hd__a211oi_1,12
sky130_fd_sc_hd__inv_1,20
sky130_fd_sc_hd__nor2_1,72
sky130_fd_sc_hd__ha_1,20
sky130_fd_sc_hd__nor4_1,22
sky130_fd_sc_hd__nand4_1,14
sky130_fd_sc_hd__or3_1,18
sky130_fd_sc_hd__nand3_1,28
sky130_fd_sc_hd__nor3_1,30
sky130_fd_sc_hd__dfxtp_1,33
sky130_fd_sc_hd__a21oi_1,33
## logic make-up after synthesis
| logic type | count (synthesis) |
|---|---|
| adders and majority gates | 20 |
| muxes | 6 |
| xor gates and xnor gates | 47 |
| other | 1 |
| and+or+nand+nor | 315 |
| latches | 29 |
| DFF | 65 |
| AOI/OAI and AO/OA | 208 |
| buffers and inverters | 97 |
